### design.v
`timescale 1ns / 1ps
module Top(
input clk,
input reset,
input l_down,
input l_up,
input r_down,
input r_up,
output hsync,
output vsync,
output red0,
output red1,
output red2,
output red3,
output grn0,
output grn1,
output grn2,
output grn3,
output blu0,
output blu1,
output blu2,
output blu3
    );
    wire [11:0] out;
    assign out[0]=red0;
    assign out[1]=red1;
    assign out[2]=red2;
    assign out[3]=red3;
    assign out[4]=grn0;
    assign out[5]=grn1;
    assign out[6]=grn2;
    assign out[7]=grn3;
    assign out[8]=blu0;
    assign out[9]=blu1;
    assign out[10]=blu2;
    assign out[11]=blu3;
    wire [9:0] l_pos, r_pos, x_ball_pos, y_ball_pos;
    vga vga_inst(
    .clk(clk),
    .reset(reset),
    .l_pos(l_pos),
    .r_pos(r_pos),
    .x_ball_pos(x_ball_pos),
    .y_ball_pos(y_ball_pos),
    .hsync(hsync),
    .vsync(vsync),
    .out(out)
    );
    pong pong_inst(
    .clk(clk),
    .reset(reset),
    .l_up(l_up),
    .l_down(l_down),
    .r_up(r_up),
    .r_down(r_down),
    .x_ball_pos(x_ball_pos),
    .y_ball_pos(y_ball_pos),
    .l_pos(l_pos),
    .r_pos(r_pos)
    );
endmodule
`timescale 1ns / 1ps
module pong(
input clk,
input reset,
input l_up,
input l_down,
input r_up,
input r_down,
output reg [9:0] l_pos,
output reg [9:0] r_pos,
output reg [9:0] x_ball_pos,
output reg [9:0] y_ball_pos
    );
    initial x_ball_pos=395;
    initial y_ball_pos=295;
    initial l_pos=225;
    initial r_pos=225;
    reg [16:0] l_up_c, l_down_c, r_up_c, r_down_c, ball_c;
    initial ball_c=0;
    reg move_x, move_y;
    always @(posedge clk) begin
        if(reset) begin
            l_up_c <= 0;
            l_down_c <= 0;
            r_up_c <= 0;
            r_down_c <= 0;
            ball_c <= 0;
            l_pos <= 225;
            r_pos <= 225;
            x_ball_pos <= 395;
            y_ball_pos <= 295;
        end else begin
            if(l_down&&~l_up)
                l_down_c <= l_down_c + 1;
            else if(l_up&&~l_down)
                l_up_c <= l_up_c + 1;
            if(r_down&&~r_up)
                r_down_c <= r_down_c + 1;
            else if(r_up&&~r_down)
                r_up_c <= r_up_c + 1;
            if(&l_up_c)
                l_pos <= l_pos == 0 ? 0 : l_pos - 1;
            if(&l_down_c)
                l_pos <= l_pos == 449 ? 449 : l_pos + 1;
            if(&r_up_c)
                r_pos <= r_pos == 0 ? 0 : r_pos - 1;
            if(&r_down_c)
                r_pos <= r_pos == 449 ? 449 : r_pos + 1;
            ball_c = ball_c + 1;
            if(&ball_c) begin
                if(x_ball_pos == 20 || x_ball_pos == 769)
                    move_x=~move_x;
                if(y_ball_pos == 0 || y_ball_pos == 589)
                    move_y=~move_y;
                if(x_ball_pos == 20 && (y_ball_pos >= l_pos + 160 || y_ball_pos + 10 < l_pos)) begin
                    x_ball_pos <= 395;
                    y_ball_pos <= 295;
                end else if(x_ball_pos == 769 && (y_ball_pos >= r_pos + 160 || y_ball_pos + 10 < r_pos)) begin
                    x_ball_pos <= 395;
                    y_ball_pos <= 295;
                end else begin
                    x_ball_pos = x_ball_pos + (move_x ? 1 : -1);
                    y_ball_pos = y_ball_pos + (move_y ? 1 : -1);
                end
            end
        end
    end
endmodule
`timescale 1ns / 1ps
module vga(
input clk,
input reset,
input [9:0] l_pos,
input [9:0] r_pos,
input [9:0] x_ball_pos,
input [9:0] y_ball_pos,
output reg hsync,
output reg vsync,
output reg [11:0] out
    );
    reg [20:0] counter;
    always @(posedge clk) begin
        if(reset) begin
            counter <= 0;
            hsync <= 0;
            vsync <= 0;
            out <= 0;
        end else begin
            if(counter[0]==0) begin
                hsync <= counter%(1040*2) >= 1712 && counter%(1040*2) < 1952;
                vsync <= counter >= 1324960 && counter < 1337440;
                if(counter%(1040*2) >= 112 && counter%(1040*2) < 1712
                && counter >= 76960 && counter < 1324960) begin
                    out <=  
                    ((counter%(1040*2)-112)/2 < 20)&&((counter-76960)/(1040*2)>=l_pos)&&
                    ((counter-76960)/(1040*2)<l_pos+150) ||
                    ((counter%(1040*2)-112)/2 >= 780)&&((counter-76960)/(1040*2)>=r_pos)&&
                    ((counter-76960)/(1040*2)<r_pos+150) ||
                    counter%(1040*2) == 912 && ((counter-76960)/(1040*2*8))%2 ||
                    (counter%(1040*2)/2-56 >= x_ball_pos && counter%(1040*2)/2-56 < x_ball_pos + 10 &&
                    (counter-76960)/(1040*2) >= y_ball_pos && (counter-76960)/(1040*2) < y_ball_pos + 10)
                    ?8191:0;
                end else begin
                    out <= 0;
                end
            end
            counter <= (counter + 1)%(1040*666*2);
        end
    end
endmodule
### run.sh
#!/bin/bash
# OpenROAD 26Q1-2900-gdf79404cd8, Yosys 0.63+post, stock flow scripts
make -C /OpenROAD-flow-scripts/flow DESIGN_CONFIG=/design/flow/config.mk WORK_HOME=/design/flow/orfs finish
### config.mk
export PLATFORM = sky130hd
export DESIGN_NAME = Top
export DESIGN_NICKNAME = Top
export VERILOG_FILES = /design/flow/design.v
export SDC_FILE = /design/flow/constraint.sdc
export NUM_CORES = 4
export LEC_CHECK = 1
export CORE_UTILIZATION = 40
### constraint.sdc
current_design Top

set clk_period 27.4
set clk_io_pct 0.2

create_clock -name clk0 -period $clk_period [get_ports {clk}]

set non_clock_inputs [all_inputs -no_clocks]
set_input_delay [expr $clk_period * $clk_io_pct] -clock clk0 $non_clock_inputs
set_output_delay [expr $clk_period * $clk_io_pct] -clock clk0 [all_outputs]
==> impl_metrics.json <==
{
  "place_congestion": 0.9749,
  "crit_end": "vga_inst.out[10]",
  "end_kind": "flop",
  "first_global_vias": 14324,
  "setup.worst_path.start": "vga_inst.counter[5]",
  "synth_flops": 151,
  "synth_area_sq_mm": 0.01669,
  "status": "completed",
  "wl_per_cell_um": 15.79,
  "max_freq_mhz": 72.37,
  "cpLargestDelayFamily": "AND-OR/OR-AND gates",
  "ff_latch_area_sq_mm": 0.003043,
  "crit_top_cell": "o21ai_0",
  "yosys.cell_types.count": 117,
  "worst_path_max_delay_cell": "a2111oi_0",
  "warnings": 46,
  "cts_tree": "done",
  "worst_slew_pin_slew_ns": 0.9977,
  "async_reset_ff_share_pct": 0,
  "synth_seq_share_pct": 18.23,
  "ios": 20,
  "grt_setup_unrepaired": "false",
  "drc": 0,
  "hold_violations": 0,
  "ant_nets": 0,
  "top_area_share_pct": 17.87,
  "first_pass_iters": 5,
  "cts_made_buffers": 17,
  "design.core.area_sq_mm": 0.04102,
  "clockRootBuffer": "clkbuf_16",
  "clk_pin_slew_ns": 0.07,
  "fp-utilization_pct": 40.70,
  "critPathBufInv": 2,
  "ctsHoldBuffers": 0,
  "via_per_inst": 5.725,
  "power.leakage_uw": 0.006964,
  "drive_gt1_share_pct": 5.421,
  "ctsResizeCount": 0,
  "clock-sinks": 151,
  "crit_type": "reg2reg",
  "power.density_mw_per_mm2": 26.32,
  "worstSetupPathDepth": 51,
  "final_cells": 2727,
  "avgSynthCellArea_sq_um": 7.510,
  "r2r_cells": 51,
  "flop_cell": "dfxtp_1",
  "ys_cells": 2223,
  "crit_arrival_ns": 14.21,
  "r2r_slack_ns": 13.58,
  "track_usage_pct": 20.79,
  "drt_iter0_drc": 1228,
  "grt_remaining_overflow": 0,
  "topCellsByArea": "dfxtp_1 18%, ha_1 13%, xnor2_1 6.5%, nor2_1 5.4%, xor2_1 4.9%",
  "fp.dieW_um": 206.3,
  "grt_pass1_wl_um": 71950,
  "die_h_um": 206.3,
  "max_cap_violations": 0,
  "netlist_instances": 2223,
  "rows": 74,
  "maxSlewViolCount": 0,
  "port_buffers": 19,
  "dp_hpwl_um": 32810,
  "holdCritPathClass": "reg2reg",
  "synth-edff-count": 2,
  "peakVddDrop_v": 0.00004196,
  "min_period_ns": 13.82,
  "antenna_found_initial": 0,
  "routed_wl_um": 43050,
  "cp.required_ns": 27.79,
  "die_area_sq_mm": 0.04256,
  "comb_area_sq_mm": 0.01286,
  "finalCritPeriodShare_pct": 50.43,
  "timing.rr.end": "vga_inst.out[10]",
  "insertion_delay_ns": 0.44,
  "slew_headroom_pct": 31.77,
  "dr_total_vias": 15613,
  "post_cts_buffers": 0,
  "areaGrowthSynthToFinish_pct": 6.648,
  "grt_max_degree": 53,
  "ys_area_sq_mm": 0.01669,
  "diodes": 0,
  "crit-reg2reg-launch": "vga_inst.counter[5]",
  "synth_area_leader_cell": "dfxtp_1",
  "slowest_delay_ns": 0.89,
  "final-setup-viol-count": 0,
  "skew_ns": 0.01217,
  "cts_max_level": 4,
  "clk_path_buf_depth": 2,
  "dp.cells": 2695,
  "fillers": 4038,
  "worstPathMaxFanout": 19,
  "timing.setup.tns_ns": 0,
  "ys.warnings.count": 2,
  "critPathLaunchType": "flop"
}
layout by cell type, fill, tap and decap left out, drive strengths merged, types with 18 or more instances in the layout:
cell type and n:
o21a 18, nor4 20, and2 23, nand3 88, o21ai 139, nand2b 59, dfxtp 149, or3 21
nand2 156, clkbuf 21, nor3 78, nor2b 55, buf 18, a211oi 29, and3 34, xor2 93
a31oi 23, clkdlybuf4s50 18, a21oi 146, nor2 244, inv 94, or2 20, a21o 21, ha 172
mux2i 26, nand4 45, o211ai 19, xnor2 126
worst register-to-register path: cells and delay by family, from the launching register on:
family | cells | cell delay, ns
AOI/OAI and AO/OA | 26 | 7.27
and+or+nand+nor | 16 | 3.13
adders and majority gates | 3 | 0.99
muxes | 2 | 0.88
DFF | 1 | 0.52
buffers and inverters | 2 | 0.49
xor gates and xnor gates | 2 | 0.47
kinds of logic after synthesis:
group                    Yosys count  share of synthesized area, %
AND/OR/NAND/NOR                  889                         27.14
flip-flops                       151                         18.23
multiplexers                      30                         1.829
adder cells (fa/ha/maj)          176                         13.25
XOR/XNOR                         219                         11.62
AND-OR/OR-AND                    569                         23.19
buffers and inverters            189                         4.744
cells in the mapped netlist, types with 6 or more instances:
cell / instances
a2111oi_0: 9
a211o_1: 6
a211oi_1: 26
a21o_1: 20
a21oi_1: 141
a221oi_1: 9
a22oi_1: 12
a31oi_1: 22
and2_1: 22
and3_1: 34
and4_1: 10
buf_1: 8
buf_2: 9
buf_4: 12
clkbuf_1: 63
dfxtp_1: 149
ha_1: 172
inv_1: 87
mux2i_1: 26
nand2_1: 156
nand2b_1: 58
nand3_1: 87
nand3b_1: 9
nand4_1: 45
nor2_1: 242
nor2b_1: 55
nor3_1: 77
nor3b_1: 8
nor4_1: 17
o2111ai_1: 6
o211a_1: 6
o211ai_1: 19
o21a_1: 18
o21ai_0: 124
o21ai_1: 14
o21bai_1: 13
o22ai_1: 9
o31ai_1: 12
or2_2: 18
or3_1: 20
xnor2_1: 123
xor2_1: 93
per-stage QoR:
stage	worst slack, ns	hold slack, ns	instance area, sq um	total power (uW)	utilization [%]
after floorplan	16.24	0.4358	16690	236.6	-
after global placement	13.75	0.4568	17230	240.2	42.01
after detailed placement	13.86	0.4730	17230	240.4	42.01
after CTS	13.80	0.4854	17800	476.3	43.41
after global routing	12.36	0.5248	17800	486.9	43.41
final	13.58	0.4826	17800	468.7	43.41
routing by layer:
metal | GRT usage [%] | vias to the layer above | wire, um
li1 | - | 8021 | -
met1 | 30.26 | 7192 | 20980
met2 | 34.12 | 342 | 19810
met3 | 1.804 | 58 | 1424
met4 | 3.650 | 0 | 826
met5 | 0 | - | 0
sequential cells by signal, summed over array words and instances, names as in the netlist:
register              count
vga_inst.counter         21
pong_inst.ball_c         17
pong_inst.l_down_c       17
pong_inst.l_up_c         17
pong_inst.r_down_c       17
pong_inst.r_up_c         17
pong_inst.l_pos          10
pong_inst.r_pos          10
pong_inst.x_ball_pos     10
pong_inst.y_ball_pos     10
pong_inst.move_x          1
pong_inst.move_y          1
vga_inst.hsync            1
vga_inst.out              1
vga_inst.vsync            1
final cells by class:
type	count	share of cell area [%]
Clock buffer	21	2.593
Clock inverter	11	0.6184
Inverter	93	1.961
Multi-Input combinational cell	1883	72.23
Sequential cell	151	17.09
Tap cell	532	3.739
Timing Repair Buffer	36	1.771
worst min-delay path by stage:
stage | start | end | slack [ns] | cells past startpoint
CTS | pong_inst.r_down_c[14] | pong_inst.r_down_c[14] | 0.49 | 2
global route | pong_inst.r_down_c[10] | pong_inst.r_down_c[10] | 0.52 | 2
finish | pong_inst.r_down_c[10] | pong_inst.r_down_c[10] | 0.48 | 2
report_power, final:
| group | internal [uW] | switching (uW) |
|---|---|---|
| Sequential | 221 | 1.92 |
| Combinational | 4.32 | 7.96 |
| Clock | 125 | 108 |
| Total | 351 | 118 |
No activity file was given, so power comes from the tool's default toggle rates.
